===== design/flow/design.v =====
module RAM_2Port #(parameter WIDTH = 16, DEPTH = 256)
  ( 
   input                     i_Wr_Clk,
   input [$clog2(DEPTH)-1:0] i_Wr_Addr,
   input                     i_Wr_DV,
   input [WIDTH-1:0]         i_Wr_Data,
   input                     i_Rd_Clk,
   input [$clog2(DEPTH)-1:0] i_Rd_Addr,
   input                     i_Rd_En,
   output reg                o_Rd_DV,
   output reg [WIDTH-1:0]    o_Rd_Data
   );
  reg [WIDTH-1:0] r_Mem[DEPTH-1:0];
  always @ (posedge i_Wr_Clk)
  begin
    if (i_Wr_DV)
    begin
      r_Mem[i_Wr_Addr] <= i_Wr_Data;
    end
  end
  always @ (posedge i_Rd_Clk)
  begin
    o_Rd_Data <= r_Mem[i_Rd_Addr];
    o_Rd_DV   <= i_Rd_En;
  end
endmodule

===== design/flow/constraint.sdc =====
current_design RAM_2Port

set clk_period 20.9
set clk_io_pct 0.2

create_clock -name clk0 -period $clk_period [get_ports {i_Rd_Clk}]
create_clock -name clk1 -period $clk_period [get_ports {i_Wr_Clk}]

set non_clock_inputs [all_inputs -no_clocks]
set_input_delay [expr $clk_period * $clk_io_pct] -clock clk0 $non_clock_inputs
set_output_delay [expr $clk_period * $clk_io_pct] -clock clk0 [all_outputs]

===== design/flow/run.sh =====
#!/bin/bash
# OpenROAD 26Q1-2900-gdf79404cd8, Yosys 0.63+post, stock flow scripts
make -C /OpenROAD-flow-scripts/flow DESIGN_CONFIG=/design/flow/config.mk WORK_HOME=/design/flow/orfs finish

===== design/flow/config.mk =====
export PLATFORM = sky130hd
export DESIGN_NAME = RAM_2Port
export DESIGN_NICKNAME = RAM_2Port
export VERILOG_FILES = /design/flow/design.v
export SDC_FILE = /design/flow/constraint.sdc
export NUM_CORES = 4
export LEC_CHECK = 1
export CORE_UTILIZATION = 30

==> run notes <==
Notes on the flow outputs.

- The max-cap violation count reads 0.
- The number of clock sinks came to 4113.
- The initial antenna violation count is 19.
- The number of ports placed on the die boundary reads 53.
- The warning tally printed by Yosys for this design is 1.
- The power share of the clock group is between 40% and 50%.
- The worst ir drop on vdd is 0.0000677 V.
- The main area contributors are sky130_fd_sc_hd__edfxtp_1, sky130_fd_sc_hd__mux4_2, sky130_fd_sc_hd__mux2i_1, sky130_fd_sc_hd__o221ai_1, sky130_fd_sc_hd__nor2_1.
- In this run the full chip footprint comes out at ~530000 um2.
- The clock-pin slew on the worst setup and hold paths reads 0.07 ns.
- The switching power summed over all nets is 3.57 mW.
- The yosys synthesis chip area reads approximately 160000 um2.
- The maximum fanout along the worst path reads 84.
- The total routing resource utilization after global routing reads 17.1%.
- The post-synthesis cell type count is ~52.
- The cell type with the highest aggregate area in the netlist reads sky130_fd_sc_hd__edfxtp_1.
- According to the dpl log, the detail-placed design has an HPWL of 253 mm.
- The final report gives the core utilization as roughly a third.
- The sequential area share after synthesis reads 77.7%.
- Setup repair after global routing left no endpoint under its margin.
- The residual DRC count is 0.
- The stage-log warning count is 27.
- The starting density of the core is 30.2%.
- The power report lists cell-internal power as approximately 13 mW.
- The number of instances in the synthesized netlist reads 7361.
- The number of placement rows reads 266.
- The area of the core is 526000 um2.
- Per the post-route antenna check, the number of violating nets is 0.
- The share of Yosys cell area claimed by the top area cell type is 77.5%.
- The post-synthesis average cell area reads 21.6 um2.
- The pin count of the biggest net entering global routing reads 100.
- The average routed wire per standard cell reads 28.2 um.
- Using the TritonRoute via totals, the vias-per-cell ratio works out to 5.09.
- The critical path arrival is 10.29 ns.
- The vertical die dimension is 729 um.
- The number of buffers added to fix hold violations after cts is 0.
- Setup total negative slack on the finished layout was measured at 0 ns.
- For the worst setup path, the data required time is around 21 ns.
- The global route stage reports its total congestion overflow as 0.
- The via count of the first global-routing pass reads 84500.
- The standby leakage power reads 56.5 nW.
- The slew check shows that the tightest pin keeps a relative margin of less than 1%.
- The number of storage elements in the synthesis netlist reads 4113.
- The total standard cell area after synthesis reads 159000 um2.
- The total wire length after detailed routing is roughly 430 mm.
- The fraction of final layout cells with drive strength greater than 1 reads 24.9%.
- For this block, the initial DRC count from the detailed router was approximately 5000.
- In this run switching power makes up 21.1% of total power.
- The predominant post-synthesis flop cell is sky130_fd_sc_hd__edfxtp_1.
- The critical path endpoint category reads a flop.
- The final weighted congestion in routability-driven placement is 0.919.
- The via count is 77100.
- Looking at the max-slew report, the worst-margin pin has a slew of ~1.5 ns.
- Once the clock tree was built, the resizer swapped 0 gates to a different size.
- The critical path in this run is classified as in2reg.
- The final hold violation count recorded for this run is 0.
- The number of cells reported by Yosys stat comes to 7361.
- The synthesis report gives the async set-or-reset register share as 0%.
- The quantity of I/O buffers inserted on ports is between 50 and 60.
- The CTS tree reads done.
- The number of pins exceeding their max-slew limit in the final report is 0.
- Compared with the post-synthesis result, the final layout area differs by 14.6%.
- The number of synthesized flops with an enable pin reads 4096.
- The sequential share of power is a little over half.
- The run finished with clean final reports.
- The detailed-router iteration count before antenna repair reads 6.
- The path class of the lowest-slack min-delay path is reg2reg.
- The first global-routing pass estimated 609 mm of wire.
- The last timing report of the flow puts the setup violation total at 0.
- The power share of the combinational group reads 5.0%.
- The startpoint type of the worst setup path reads an input pin.
- The die extent in x is 729 um.
- The number of buffers inserted by post-CTS setup repair is 0.
- The power density over cell area is 92.8 nW/um2.
-- cells in the final DEF, fill, tap and decap left out, types with 42 or more instances in the layout --
master / count
sky130_fd_sc_hd__nor3_1: 89
sky130_fd_sc_hd__o221ai_1: 252
sky130_fd_sc_hd__buf_4: 482
sky130_fd_sc_hd__nor2_1: 248
sky130_fd_sc_hd__clkinv_2: 76
sky130_fd_sc_hd__a22oi_1: 43
sky130_fd_sc_hd__o22ai_1: 148
sky130_fd_sc_hd__clkbuf_1: 70
sky130_fd_sc_hd__bufinv_16: 42
sky130_fd_sc_hd__a21oi_1: 175
sky130_fd_sc_hd__clkbuf_16: 388
sky130_fd_sc_hd__mux2_2: 88
sky130_fd_sc_hd__nor2_2: 56
sky130_fd_sc_hd__mux4_2: 797
sky130_fd_sc_hd__edfxtp_1: 4096
sky130_fd_sc_hd__mux2i_1: 565
sky130_fd_sc_hd__clkinv_1: 71
-- power groups by stage --
stage | registers (mW) | logic [mW] | clock network (mW)
4_1_cts | 9.11 | 0.844 | 7.04
5_1_grt | 9.10 | 0.892 | 7.34
6_report | 9.11 | 0.838 | 6.93
-- registers in the layout, indices dropped and copies added, names as in the netlist --
signal	count
r_Mem	4096
o_Rd_DV	1
o_Rd_Data	16
-- stage by stage --
stage	power [mW]	std cells	worst slack (ns)	hold slack (ns)	area [um2]
2_1_floorplan	9.72	7361	14.56	0.854	159000
3_3_place_gp	10.1	14400	10.59	1.03	169000
3_5_place_dp	10.1	14400	10.53	0.989	169000
4_1_cts	17.0	15100	10.83	1.71	182000
5_1_grt	17.3	15100	10.51	1.78	182000
6_report	16.9	15100	10.80	1.66	182000
-- worst max-delay path: stages --
cell	delay, ns
sky130_fd_sc_hd__buf_16	0.41
sky130_fd_sc_hd__buf_4	0.56
sky130_fd_sc_hd__buf_4	0.61
sky130_fd_sc_hd__buf_4	0.69
sky130_fd_sc_hd__buf_4	0.64
sky130_fd_sc_hd__buf_4	0.59
sky130_fd_sc_hd__buf_12	0.53
sky130_fd_sc_hd__mux2_2	0.28
sky130_fd_sc_hd__a221oi_1	0.10
sky130_fd_sc_hd__o21ai_0	0.29
sky130_fd_sc_hd__nand4_1	0.13
sky130_fd_sc_hd__or4b_1	0.72
sky130_fd_sc_hd__nor4_2	0.22
-- cell type report --
cell class,instances,area (um2)
Timing Repair Buffer,545,4450
Fill cell,47600,344000
Clock inverter,230,2360
Antenna cell,22,55.1
Multi-Input combinational cell,2792,32900
Tap cell,6968,8720
Sequential cell,4113,123000
Clock buffer,458,9970
Inverter,4,27.5
-- metal layers --
metal  global-route usage, %  up-vias  part of all wire (%)
li1                        -    32200                     -
met1                    16.8    38900                    30
met2                    26.0     5157                    47
met3                    14.2      750                    18
met4                    6.64       32                   4.9
met5                    1.07        -                  0.16
-- logic make-up (layout without fill, tap and decap cells) --
kind of cell	Yosys count	in the layout	share of synthesized area, %
buffers and inverters	456	1237	1.69
AOI/OAI and AO/OA	786	786	3.54
and+or+nand+nor	556	556	1.57
muxes	1450	1450	15.5
DFF	4113	4113	77.7
other	0	22	0
-- worst paths after layout --
check | from | end | slack, ns | depth (start not counted)
max in group clk1 | i_Wr_Addr[3] | r_Mem[104][8] | 13.93 | 6
hold / removal | r_Mem[232][0] | o_Rd_Data[0] | 1.66 | 6
hold reg to reg | r_Mem[232][0] | o_Rd_Data[0] | 1.66 | 6
setup reg to reg | r_Mem[63][8] | o_Rd_Data[8] | 16.92 | 5
min in group clk1 | i_Wr_Data[5] | r_Mem[76][5] | 3.63 | 1
setup / recovery | i_Rd_Addr[0] | o_Rd_Data[4] | 10.80 | 13
-- Yosys cell counts, types with 27 or more instances --
library cell	instances
sky130_fd_sc_hd__a221oi_1	28
sky130_fd_sc_hd__mux2_2	88
sky130_fd_sc_hd__clkbuf_1	230
sky130_fd_sc_hd__o221ai_1	252
sky130_fd_sc_hd__a22o_1	32
sky130_fd_sc_hd__mux4_2	797
sky130_fd_sc_hd__buf_2	76
sky130_fd_sc_hd__mux2i_1	565
sky130_fd_sc_hd__o22ai_1	148
sky130_fd_sc_hd__edfxtp_1	4096
sky130_fd_sc_hd__buf_6	77
sky130_fd_sc_hd__a22oi_1	43
sky130_fd_sc_hd__o21ai_0	37
sky130_fd_sc_hd__a21oi_1	175
sky130_fd_sc_hd__nand3_1	35
sky130_fd_sc_hd__nor3_1	92
sky130_fd_sc_hd__buf_1	27
sky130_fd_sc_hd__nor2_1	304
sky130_fd_sc_hd__nand2_1	38
Power figures rest on the tool's default switching activity, not on a simulated workload.
