$ cat ./config.mk
export PLATFORM = sky130hd
export DESIGN_NAME = SCCB
export DESIGN_NICKNAME = SCCB
export VERILOG_FILES = /design/flow/design.v
export SDC_FILE = /design/flow/constraint.sdc
export NUM_CORES = 4
export LEC_CHECK = 1
export CORE_UTILIZATION = 50
$ cat ./constraint.sdc
current_design SCCB

set clk_period 4.3
set clk_io_pct 0.2

create_clock -name clk0 -period $clk_period [get_ports {clk}]

set non_clock_inputs [all_inputs -no_clocks]
set_input_delay [expr $clk_period * $clk_io_pct] -clock clk0 $non_clock_inputs
set_output_delay [expr $clk_period * $clk_io_pct] -clock clk0 [all_outputs]
$ cat ./design.v
module SCCB
#(
    parameter PRESCALE = 125,
    parameter T_PRC_CYCLES = 75
)
(
    input clk,
    input  logic        i_usher,
    input  logic [7:0]  i_address,
    input  logic [7:0]  i_subaddress,
    input  logic [7:0]  i_data,
    input  logic [1:0]  i_mode,
    output logic        o_busy,
    output logic [7:0]  o_data,
    inout  logic io_sda,
    output logic  o_scl,
    output logic [3:0] d_state
);
    parameter [3:0] START             = 4'h0;
    parameter [3:0] ADDRESS_BYTE      = 4'h1;
    parameter [3:0] SUBADDRESS_BYTE   = 4'h2;
    parameter [3:0] TX_BYTE           = 4'h3;
    parameter [3:0] RX_BYTE           = 4'h4;
    parameter [3:0] DONT_CARE_A       = 4'h5;
    parameter [3:0] DONT_CARE_B       = 4'h6;
    parameter [3:0] DONT_CARE_C       = 4'h7;
    parameter [3:0] STOP              = 4'h8; 
    parameter [3:0] IDLE              = 4'h9;
    parameter [1:0] WR_3_PHASE = 2'b00;
    parameter [1:0] WR_2_PHASE = 2'b01;
    parameter [1:0] RD_2_PHASE = 2'b11;
    logic [3:0]  s_transmission;
    logic        r_usher;
    logic [7:0]  r_address;
    logic [7:0]  r_subaddress;
    logic [7:0]  r_data;
    logic [1:0]  r_mode;
    logic [2:0]  r_bit_index;
    logic [7:0]  r_rx_data;
    logic [3:0]  s_transmission_next;
    logic        r_usher_next;
    logic [7:0]  r_address_next;
    logic [7:0]  r_subaddress_next;
    logic [7:0]  r_data_next;
    logic [1:0]  r_mode_next;
    logic [2:0]  r_bit_index_next;
    logic [7:0]  r_rx_data_next;
    logic        r_scl;
    logic [15:0] r_clock_counter;
    logic        r_scl_next;
    logic [15:0] r_clock_counter_next;
    logic r_sda_rx;
    logic r_sda_en;
    logic r_sda_tx;
    logic r_sda_en_next;
    logic r_sda_tx_next;
    always_comb
        begin
            r_clock_counter_next = r_clock_counter + 1;
            r_scl_next           = r_scl;
            r_sda_tx_next        = r_sda_tx;
            r_sda_en_next        = 1'b0;
            s_transmission_next  = s_transmission;
            r_usher_next         = r_usher;
            r_address_next       = r_address;
            r_subaddress_next    = r_subaddress;
            r_data_next          = r_data;
            r_mode_next          = r_mode;
            r_bit_index_next     = 8'd7;
            r_rx_data_next       = r_rx_data;
            case(s_transmission)
                IDLE:
                    begin
                        r_clock_counter_next = 0;
                        r_usher_next         = i_usher;
                        if(r_usher == 1'b1)
                            begin
                                r_sda_en_next        = 1'b1;
                                r_sda_tx_next        = 1'b1;
                                s_transmission_next = START;
                                r_address_next      = i_address;
                                r_subaddress_next   = i_subaddress;
                                r_data_next         = i_data;
                                r_mode_next         = i_mode;
                            end
                    end
                START:
                    begin
                        r_sda_en_next        = 1'b1;
                        if(r_clock_counter == (T_PRC_CYCLES - 1))
                            r_sda_tx_next = 1'b0;
                        if(r_clock_counter == ((PRESCALE * 2) - 1))
                            begin
                                r_scl_next = 1'b0;
                                r_clock_counter_next = 0;
                                s_transmission_next = ADDRESS_BYTE;
                            end
                    end
                STOP:
                    begin
                        r_sda_en_next        = 1'b1;
                        if(r_clock_counter == (PRESCALE - 1))
                            begin
                                r_scl_next = 1'b1;
                            end
                        if(r_clock_counter == ((PRESCALE * 2) - 1))
                            r_sda_tx_next = 1'b1;
                        if(r_clock_counter == ((PRESCALE * 2) + T_PRC_CYCLES - 1))
                            begin
                                r_clock_counter_next = 0;
                                s_transmission_next = IDLE;
                                r_usher_next         = i_usher;
                            end
                    end
                ADDRESS_BYTE:
                    begin
                        r_bit_index_next     = r_bit_index;
                        r_sda_en_next        = 1'b1;
                        r_sda_tx_next        = r_address[r_bit_index];
                        if(r_clock_counter == (PRESCALE - 1))
                            r_scl_next = 1'b1;
                        if(r_clock_counter == ((PRESCALE * 2) - 1))
                            begin
                                r_scl_next           = 1'b0;
                                r_bit_index_next     = r_bit_index - 1;
                                r_clock_counter_next = 0;
                                if(r_bit_index == 8'd0)
                                    s_transmission_next = DONT_CARE_A;
                            end
                    end
                SUBADDRESS_BYTE:
                    begin
                        r_bit_index_next     = r_bit_index;
                        r_sda_en_next        = 1'b1;
                        r_sda_tx_next        = r_subaddress[r_bit_index];
                        if(r_clock_counter == (PRESCALE - 1))
                            r_scl_next = 1'b1;
                        if(r_clock_counter == ((PRESCALE * 2) - 1))
                            begin
                                r_scl_next           = 1'b0;
                                r_bit_index_next     = r_bit_index - 1;
                                r_clock_counter_next = 0;
                                if(r_bit_index == 8'd0)
                                    s_transmission_next = DONT_CARE_B;
                            end
                    end
                TX_BYTE:
                    begin
                        r_bit_index_next     = r_bit_index;
                        r_sda_en_next        = 1'b1;
                        r_sda_tx_next        = r_data[r_bit_index];
                        if(r_clock_counter == (PRESCALE - 1))
                            r_scl_next = 1'b1;
                        if(r_clock_counter == ((PRESCALE * 2) - 1))
                            begin
                                r_scl_next           = 1'b0;
                                r_bit_index_next     = r_bit_index - 1;
                                r_clock_counter_next = 0;
                                if(r_bit_index == 8'd0)
                                    s_transmission_next = DONT_CARE_C;
                            end
                    end
                RX_BYTE:
                    begin
                        r_bit_index_next     = r_bit_index;
                        if(r_clock_counter == (PRESCALE - 1))
                            begin
                                r_rx_data_next[r_bit_index] =  r_sda_rx;
                                r_scl_next = 1'b1;
                            end
                        if(r_clock_counter == ((PRESCALE * 2) - 1))
                            begin
                                r_scl_next           = 1'b0;
                                r_bit_index_next     = r_bit_index - 1;
                                r_clock_counter_next = 0;
                                if(r_bit_index == 8'd0)
                                    s_transmission_next = DONT_CARE_C;
                            end
                    end
                DONT_CARE_A:
                    begin
                        r_sda_tx_next        = 1'b0;
                        if(r_clock_counter == (PRESCALE - 1))
                            r_scl_next = 1'b1;
                        if(r_clock_counter == ((PRESCALE * 2) - 1))
                            begin
                                r_scl_next           = 1'b0;
                                r_clock_counter_next = 0;
                                case(r_mode)
                                    WR_3_PHASE:
                                         s_transmission_next = SUBADDRESS_BYTE;
                                    WR_2_PHASE:
                                         s_transmission_next = SUBADDRESS_BYTE;
                                    RD_2_PHASE:
                                         s_transmission_next = RX_BYTE;
                                endcase
                            end
                    end
                DONT_CARE_B:
                    begin
                        r_sda_tx_next        = 1'b0;
                        if(r_clock_counter == (PRESCALE - 1))
                            r_scl_next = 1'b1;
                        if(r_clock_counter == ((PRESCALE * 2) - 1))
                            begin
                                r_scl_next           = 1'b0;
                                r_clock_counter_next = 0;
                                case(r_mode)
                                    WR_3_PHASE:
                                        s_transmission_next = TX_BYTE;
                                    WR_2_PHASE:
                                        begin
                                        s_transmission_next = STOP;
                                        r_sda_tx_next = 1'b0;
                                        end
                                    RD_2_PHASE:
                                        begin
                                        s_transmission_next = STOP;
                                        r_sda_tx_next = 1'b0;
                                        end
                                endcase
                            end
                    end
                DONT_CARE_C:
                    begin
                        r_sda_tx_next        = 1'b0;
                        if(r_clock_counter == (PRESCALE - 1))
                            r_scl_next = 1'b1;
                        if(r_clock_counter == ((PRESCALE * 2) - 1))
                            begin
                                r_scl_next           = 1'b0;
                                r_clock_counter_next = 0;
                                s_transmission_next  = STOP;
                            end
                    end
                default:
                    begin
                        r_scl_next = 1'b1;
                        s_transmission_next = IDLE;
                    end
            endcase
            if(s_transmission != IDLE)
                o_busy = 1'b1;
            else
                o_busy = 1'b0;
        end
    always@(posedge clk)
        begin
            s_transmission  <= s_transmission_next;
            r_usher         <= r_usher_next;
            r_address       <= r_address_next;
            r_subaddress    <= r_subaddress_next;
            r_data          <= r_data_next;
            r_mode          <= r_mode_next;
            r_bit_index     <= r_bit_index_next;
            r_scl           <= r_scl_next;
            r_clock_counter <= r_clock_counter_next;
            r_sda_en        <= r_sda_en_next;
            r_sda_tx        <= r_sda_tx_next;
        end
    assign io_sda   = r_sda_en ? r_sda_tx : 1'bz;
    assign o_scl    = r_scl;
    assign r_sda_rx = io_sda;
    assign d_state  = s_transmission;
    assign o_data   = r_rx_data;
endmodule
$ cat ./run.sh
#!/bin/bash
# OpenROAD 26Q1-2900-gdf79404cd8, Yosys 0.63+post, stock flow scripts
make -C /OpenROAD-flow-scripts/flow DESIGN_CONFIG=/design/flow/config.mk WORK_HOME=/design/flow/orfs finish
==> GITHUB_STEP_SUMMARY <==
### Metrics collected by this job

| Metric | Value |
|---|---|
| Outcome | complete, no violations |
| Die area | 5340 µm² |
| Area of the core | 4790 µm² |
| Fp util | 52.8% |
| Flops & latches, synth | 52 |
| Placed insts | 321 |
| Total Wirelength | 4.54 mm |
| WP buf/inv | 2 |
| Critical path fanouts, max | 16 |
| Area share, top type | 39.2% |
| Finished Layout Cells | 329 |
| Post-Synth Simple-Gate Area | 17.1% |
| Final period util | 72.3% |
| Mux share | 2.13% |
| Dominant synthesized flop cell | edfxtp_1 |
| Hold_buf cts | 0 |
| Maximum VDD drop | 280 µV |
| Drt first pass iters | 4 |
| Crit path largest cell delay | 0.66 ns |
| Drt via density | 5.22 |
| Final Hold Viols | 0 |
| Setup TNS | 0 ns |
| Placed wire-length estimate | 3.26 mm |
| # IOs | 43 |
| Largest net degree at the start of global routing | 20 |
| Latency at later pin | 0.30 ns |
| Cts repair resizes | 0 |
| Max_slew headroom | 55.9% |
| Syn Area/Cell | 10.9 µm² |
| Aoi share | 11.5% |
| CTS Buf Count | 5 |
| Routed Antenna Nets | 0 |
| Worst Skew | 0.00933 ns |
| Seq share, synth | 54.3% |
| Clk sink count | 52 |
| Largest delay share family, worst path | simple AND/OR/NAND/NOR gates |
| Detailed-route via count | 1718 |
| Ys async rst share | 0% |
| Final Power | 1510 µW |
| Synth cell types | 51 |
| Worst EP required | 3.44 ns |
| Rows | 25 |
| DRC violations left | 0 |
| P per Cell Area | 510 nW/µm² |
| Antenna cells | 0 |
| CP endpoint kind | output port |
| CTS Root Cell | clkbuf_8 |
| Cell Chain, Critical Path | inv_1 -> nor3_1 -> nand2_1 -> clkdlybuf4s50_1 |
| Syn Std Cell Area | 2530 µm² |
| CP arrival | 2.25 ns |
| Startpoint types | flop |
| Most frequent cells in the layout | 33 x clkdlybuf4s50_1, 33 x edfxtp_1, 25 x nor2_1 |
| Total track usage | 19.3% |
| Peak Freq | 0.322 GHz |
| Top area cell types | edfxtp_1 39%, dfxtp_1 15%, nor2_1 3.7%, xor2_1 3.5%, ha_1 3.0% |
| Area leader, netlist | edfxtp_1 |
| Post-CTS setup repair buffer count | 0 |
| Ys cells | 231 |
| Cells after synthesis | 231 |
| Fin Hold WS | 0.490 ns |
| Crit Path Class | flop to output port |
| Max Cap Violations | 0 |
| Antenna violations before repair | 0 |
| Worst-Margin Slew | 0.656 ns |
| CP max stage cell | edfxtp_1 |
| Wire per inst | 13.8 µm |
| Adder-cell share of the synthesized area | 2.97% |
| Die Span Y | 73.1 µm |
| P_leak | 0.00106 µW |
| Clock-pin slew on the worst setup and hold paths | 0.09 ns |
| TritonCTS clock tree | yes |
| RSZ-0062 raised after global routing | false |
| # setup viols final | 0 |
| XOR-XNOR Cells, Area Fraction | 5.89% |
| Yosys warns | 10 |
| Largest logic family | simple AND/OR/NAND/NOR gates |
| EDFF count, synth | 33 |
| Die Wd | 73.1 µm |
| Clock period minus worst slack | 3.11 ns |
| Tool Warnings | 30 |
| Area Overhead vs Synth | 16.8% |
| Worst Hold Class | flop to flop |
| Port Buffers | 33 |
| RePlAce Congestion | 0.829 |
| Longest Clk Path Bufs | 2 |
| Layout fillers | 380 |
| Share of post-route cells with drive strength above 1 | 5.73% |
| 1st-iter DRT viols | 104 |
| Vias in the first global route | 1597 |
| First-pass GRT wire length | 7.49 mm |
| Yosys stat area | 2530 µm² |
| Final Max Tran Viols | 0 |
| Htree depth | 2 |
| Total congestion overflow | 0 |
-- final timing paths --
check | start | end | slack, ns | cells after the start
worst max-delay path | s_transmission[3] | o_busy | 1.19 | 4
worst min-delay path | r_clock_counter[0] | r_clock_counter[0] | 0.49 | 1
worst max register to register | s_transmission[3] | r_subaddress[5] | 1.72 | 4
worst min register to register | r_clock_counter[0] | r_clock_counter[0] | 0.49 | 1
-- area by class of cell --
type / instances / area, µm² / area share, %
clock buffers: 6 / 72.6 / 2.46
clock inverters: 2 / 12.5 / 0.424
inverters: 9 / 33.8 / 1.14
multi-input cells: 158 / 1030 / 35.0
flip-flops and latches: 52 / 1370 / 46.5
well taps: 67 / 83.8 / 2.84
repair buffers: 35 / 345 / 11.7
-- registers in the layout (all words and copies together) (netlist names) --
name             flops
r_scl                1
r_usher              1
io_sda               1
r_address            8
r_data               8
r_subaddress         8
r_mode               2
r_bit_index          3
r_clock_counter     16
s_transmission       4
-- layer usage --
metal  up-vias  routed length (µm)  GRT usage [%]
met5         -                   0              0
met4         0                  48           1.74
met3         5                 176           4.06
met2        30                2120           31.0
met1       797                2200           29.9
li1        886                   -              -
-- stage by stage --
stage | setup WS (ns) | instance area [µm²] | utilization (%)
3_3_place_gp | 1.57 | 2870 | 59.9
6_report | 1.19 | 2950 | 61.7
3_5_place_dp | 1.51 | 2870 | 59.9
2_1_floorplan | 2.18 | 2550 | -
4_1_cts | 1.17 | 2950 | 61.7
5_1_grt | 0.899 | 2950 | 61.7
-- cells by family after synthesis --
logic type,count (synthesis)
AND/OR/NAND/NOR,84
flip-flops,52
AND-OR/OR-AND,39
buffers and inverters,28
XOR/XNOR,17
adder cells (fa/ha/maj),6
multiplexers,4
other,1
-- cell usage after synthesis, drive strengths merged, types with 2 or more instances --
library cell	instances
xor2	10
nor3b	2
nor4	2
a21o	3
a211oi	5
a311oi	2
inv	9
o21ai	4
nor2b	3
ha	6
a21oi	5
buf	14
or3	3
o31ai	2
nor2	26
nand2	15
nand4	4
nand2b	2
a22oi	3
nor3	10
o211ai	3
mux2i	2
dfxtp	19
and3	3
o21a	2
nand3	9
edfxtp	33
xnor2	7
a221oi	3
clkbuf	5
-- where the power goes --
part           switching [µW]  total, µW  internal, µW
sequential                134        780           645
clock                     154        268           114
combinational             227        457           230
total                     516       1510           990
Power is estimated from default activity; no workload was simulated.
