## ./design.v

```verilog
module VGA_PARAM 
    #(parameter RESOLUTION_WIDTH  = 640,
      parameter RESOLUTION_HEIGHT = 480,
      parameter H_FP   = 16,
      parameter H_SYNC = 96,
      parameter H_BP   = 48,
      parameter V_FP   = 10,
      parameter V_SYNC = 2,
      parameter V_BP   = 33)
    (input logic         pclk,
     input logic  [11:0]  r_data,
     input logic         r_dv,
     output logic        r_clk,
     output logic [$clog2(RESOLUTION_WIDTH * RESOLUTION_HEIGHT)-1:0] r_addr,
     output logic        r_en,
     output logic [$clog2(RESOLUTION_WIDTH)-1:0] pixel_x,
     output logic [$clog2(RESOLUTION_HEIGHT)-1:0] pixel_y,
     output logic sync_dv_o,
     output logic [3:0]  red_bits,
     output logic [3:0]  green_bits,
     output logic [3:0]  blue_bits,
     output logic        hsync,
     output logic        vsync
     );
    logic [$clog2(RESOLUTION_WIDTH * RESOLUTION_HEIGHT):0]  r_r_addr = 0;
    logic [$clog2(RESOLUTION_WIDTH * RESOLUTION_HEIGHT):0]  r_r_addr_next;
    logic r_vsync = 1;
    logic r_hsync = 1;
    logic r_vsync_next;
    logic r_hsync_next;
    logic r_sync_dv;
    logic [15:0] col  = 0; 
    logic [15:0] line = 0; 
    logic [15:0] col_next = 0; 
    logic [15:0] line_next = 0;
    logic [11:0] r_r_data;
    always_comb begin
        line_next = line;
        col_next = col;
        r_vsync_next = 1;
        r_hsync_next = 1;
        r_r_addr_next = r_r_addr;
        r_sync_dv = 0;
        r_r_data = 0;
        if(col == (H_FP + H_SYNC + H_BP + RESOLUTION_WIDTH - 1)) begin
            col_next = 0;
            if(line == (V_FP + V_SYNC + V_BP + RESOLUTION_HEIGHT - 1)) begin
                line_next = 0;
            end else begin
                line_next = line + 1;
            end
        end else begin
            col_next = col +  1;
        end
        if(line < V_FP) begin
            r_vsync_next = 1;
            if(line == (V_FP - 1)) begin
                r_vsync_next = 0;
            end 
        end else if (line < (V_FP + V_SYNC)) begin
            r_vsync_next = 0;
            if(line == (V_FP + V_SYNC - 1)) begin
                r_vsync_next = 1;
            end 
        end 
        if(col < H_FP) begin
            r_hsync_next = 1;
            if(col == (H_FP - 1)) begin
                r_hsync_next = 0;
            end 
        end else if (col < (H_FP + H_SYNC)) begin
            r_hsync_next = 0;
            if(col == (H_FP + H_SYNC - 1)) begin
                r_hsync_next = 1;
            end 
        end 
        if(line > (V_FP + V_SYNC + V_BP - 1)) begin
            if((col > (H_FP + H_SYNC + H_BP - 2)) && (col < (H_FP + H_SYNC + H_BP + RESOLUTION_WIDTH - 1))) begin
                r_sync_dv = 1;
                r_r_addr_next = r_r_addr + 1;
            end
        end else begin
            r_r_addr_next = 0;
            r_sync_dv = 0;
        end
        if(line > (V_FP + V_SYNC + V_BP - 1)) begin
            if(col > (H_FP + H_SYNC + H_BP - 1)) begin
                r_r_data = r_data;
            end
        end
    end
    always@(posedge pclk)
        begin
            r_r_addr <= r_r_addr_next;
            r_hsync <= r_hsync_next;
            r_vsync <= r_vsync_next;
            line <= line_next;
            col <= col_next;
        end
    assign red_bits = r_r_data[11:8];
    assign green_bits = r_r_data[7:4];
    assign blue_bits = r_r_data[3:0];
    assign r_addr = r_r_addr;
    assign r_clk = pclk;
    assign r_en = 1'b1;
    assign pixel_x = col - (H_FP + H_SYNC + H_BP);
    assign pixel_y = line - (V_FP + V_SYNC + V_BP); 
    assign hsync = r_hsync;
    assign vsync = r_vsync;
    assign sync_dv_o = r_sync_dv;
endmodule
```

## ./run.sh

```bash
#!/bin/bash
# OpenROAD 26Q1-2900-gdf79404cd8, Yosys 0.63+post, stock flow scripts
make -C /OpenROAD-flow-scripts/flow DESIGN_CONFIG=/design/flow/config.mk WORK_HOME=/design/flow/orfs finish
```

## ./config.mk

```make
export PLATFORM = sky130hd
export DESIGN_NAME = VGA_PARAM
export DESIGN_NICKNAME = VGA_PARAM
export VERILOG_FILES = /design/flow/design.v
export SDC_FILE = /design/flow/constraint.sdc
export NUM_CORES = 4
export LEC_CHECK = 1
export CORE_UTILIZATION = 30
```

## ./constraint.sdc

```tcl
current_design VGA_PARAM

set clk_period 3.6
set clk_io_pct 0.2

create_clock -name clk0 -period $clk_period [get_ports {pclk}]

set non_clock_inputs [all_inputs -no_clocks]
set_input_delay [expr $clk_period * $clk_io_pct] -clock clk0 $non_clock_inputs
set_output_delay [expr $clk_period * $clk_io_pct] -clock clk0 [all_outputs]
```

==> flow_summary.yaml <==
# yosys + openroad results
routing:
  wl_met2_um: 2930
  drc: 0
  first_pass_iters: 4
  wl_met1_um: 3040
  antenna_cells: 0
  num_vias: 2418
  antenna_left: 0
  finalWirelength_um: 6240
  drt_iter0_drc: 85
  wl_met3_um: 198
  wl_per_cell_um: 12.2
  vias_per_cell: 4.71
  top_layer: "met4"
worst_setup_path:
  reg2reg_slack_ps: 970
  crit_end: "sync_dv_o"
  criticalPathCategory: "flop to output pin"
  critPathLaunch: "col[2]"
  timing.rr.end: "r_r_addr[7]"
  cp.required_ps: 2880
  worstPathMaxFanout: 7
  r2r_cells: 6
  start_kind: "flop"
  reg2reg_from: "col[2]"
  end_kind: "output pin"
  worstPathArrival_ps: 2650
clock_network:
  clk_pin_slew_ps: 100
  hold_buffers: 0
  clock_latency_ps: 410
  cts_tree: "done"
grt:
  gr-total-overflow: 0
  grt_pass1_wl_um: 10300
  grt_pass1_vias: 2163
  grt_max_degree: 30
  antenna_found_initial: 0
  grt.total_usage: 0.129
final_timing:
  fin_crit_ps: 3370
  tns_ps: 0
  fmax_ghz: 0.296
  finalWorstSetupSlack_ps: 225
  rsz0062_at_grt: "false"
  slew_headroom: 0.370
  finalClockPeriodUsage: 0.937
  worst_pin_slew_ps: 938
  fin_skew_ps: 14.2
  hold_viol: 0
  setup_viol: 0
  final_max_slew_viol_count: 0
pwr:
  clock_power_share: 0.437
  ir_drop_mv: 0.206
  pwr-share-seq: 0.552
  p_int_uw: 892
  power_density_nw_per_um2: 292
  leakagePower_nw: 1.36
  swShare: 0.193
  pwr-share-comb: 0.011
  p_sw_uw: 213
floorplan:
  io_pins: 69
  chipArea_sq_um: 10100
  fp_util: 0.312
  row_count: 35
  die_h_um: 100
  core_area_sq_um: 9280
  fp.dieW_um: 100
cells_and_area:
  fin_util: 0.408
  drive_gt1_frac: 0.0521
  area_delta_synth_final_pct: 30.6
synth:
  ys_seq_frac: 0.421
  synth_warnings: 1
  ys_async_sr_fraction: 0
  yosys_most_used_dff: "dfxtp_1"
  post_synth.cell_area_avg_sq_um: 8.84
  edf_count: 16
  yosys_area_sq_um: 2900
  post_synth_num_cell_types: 39
  postSynthCellCount: 328
  ys_cells: 328
  syn_area_sq_um: 2900
  ys.flops: 53
hold_path:
  worstHoldPathType: "flop to flop"
place:
  place.gp.congestion: 0.800
  place_ws_ps: 602
  port-buffer-count: 66
  hpwl_um: 4460
job:
  tool_warnings: 32
  maxCapViolCount: 0
outcome:
  status: "finished clean"
-- layout make-up --
| class | instances | area [sq um] |
|---|---|---|
| Clock inverter | 1 | 8.76 |
| Multi-Input combinational cell | 238 | 1520 |
| Fill cell | 947 | 5500 |
| Timing Repair Buffer | 68 | 673 |
| Sequential cell | 53 | 1220 |
| Inverter | 13 | 48.8 |
| Clock buffer | 11 | 149 |
| Tap cell | 129 | 161 |
-- power groups by stage --
stage	logic [mW]	registers, mW	clock network (mW)
after CTS	0.0123	0.610	0.501
after global routing	0.0130	0.611	0.535
final	0.0122	0.610	0.483
-- flip-flops by register name (all words and copies together) (netlist names) --
signal / flops
r_r_addr: 19
r_vsync: 1
line: 16
col: 16
r_hsync: 1
-- repair_timing --
action	CTS	global route
buffers inserted	0	0
gates resized	0	1
endpoints found under the hold margin	0	0
setup endpoints to repair	0	7
-- synthesized netlist by cell type (2+ instances only) --
library cell | count | area share
nand3_1 | 17 | 0.029
a31o_2 | 2 | 0.0060
nor4_1 | 5 | 0.011
o41ai_1 | 3 | 0.0091
a2111o_1 | 2 | 0.0078
a21oi_1 | 20 | 0.035
buf_1 | 2 | 0.0026
and2_1 | 13 | 0.028
nand4b_1 | 4 | 0.012
xnor2_1 | 24 | 0.073
nand4_1 | 14 | 0.030
nor3_1 | 10 | 0.017
o31ai_1 | 2 | 0.0052
or3_1 | 9 | 0.019
and3_1 | 7 | 0.015
inv_1 | 13 | 0.017
dfxtp_1 | 37 | 0.26
nor2_1 | 28 | 0.036
nand2_1 | 20 | 0.026
ha_1 | 9 | 0.039
edfxtp_1 | 16 | 0.17
buf_4 | 7 | 0.018
clkbuf_1 | 12 | 0.016
buf_2 | 3 | 0.0052
xor2_1 | 15 | 0.045
a211oi_1 | 2 | 0.0052
o21ai_0 | 14 | 0.024
or4b_1 | 2 | 0.0069
nor2b_1 | 2 | 0.0043
or4_1 | 4 | 0.010
o21bai_1 | 2 | 0.0052
-- how the worst min path moves through the flow --
stage	cells past startpoint	endpoint	start
finish	1	col[15]	col[15]
global route	1	col[15]	col[15]
CTS	1	col[15]	col[15]
-- worst max-delay path, stage by stage (launching register included) --
cell and delay [ps]:
dfxtp_1 470, nand3_2 140, or4_1 540, a2111o_1 500, nor2_1 130, clkdlybuf4s50_1 470
-- layer usage --
layer / track usage / up-vias
met5: 0 / -
met4: 0.0156 / 0
met3: 0.0255 / 7
met2: 0.195 / 37
met1: 0.202 / 1115
li1: - / 1259
-- logic make-up after synthesis --
group                    Yosys count  synth area share
adder cells (fa/ha/maj)            9            0.0388
AND/OR/NAND/NOR                  140             0.260
flip-flops                        53             0.421
buffers and inverters             37            0.0583
AND-OR/OR-AND                     48            0.0993
other                              1           0.00129
XOR/XNOR                          39             0.118
multiplexers                       1           0.00345
-- placed cells by master (no fill, tap or decap), drive strengths merged, types with 3 or more instances in the layout --
cell type,Yosys,final
ha,9,9
clkdlybuf4s50,0,66
nor2,28,28
nand4b,4,4
and2,13,13
nand2,20,20
or4,4,4
nor4,5,5
or3,9,9
xor2,15,15
nand3,18,18
buf,12,3
clkbuf,12,10
xnor2,24,24
dfxtp,37,37
nor3,10,10
o21ai,14,14
inv,13,14
a21oi,20,20
nand4,14,14
and3,7,7
o41ai,3,3
edfxtp,16,16
-- metrics by stage --
stage	hold WS [ps]	cells	instance area (sq um)	power, mW
floorplan	434	328	2900	0.638
global placement	455	502	3630	0.654
detailed placement	463	502	3630	0.654
CTS	480	513	3780	1.12
global route	491	513	3780	1.16
finish	472	513	3780	1.11
Power is estimated from default activity; no workload was simulated.
